<file path="/design/flow/design.v">
module adder (
    input  [3:0] a, 
    input  [3:0] b,
    output [4:0] co_sum
);
    assign co_sum = {1'b0, a} + {1'b0, b};
endmodule
module controller(
    input clk,
    input rst,
    input start,
    input msb_multiplier,
    output reg shift,
    output reg add,
    output reg init,
    output reg ready
);
    parameter READY = 2'b00,
              CHECK = 2'b01,
              ADD_SHIFT = 2'b10;
    reg [1:0] state, next_state;
    reg [2:0] count;
    always @(posedge clk or posedge rst) begin
        if (rst)
            state <= READY;
        else
            state <= next_state;
    end
    always @(*) begin
        case (state)
            READY:  next_state = (start) ? CHECK : READY;
            CHECK: next_state = ADD_SHIFT;
            ADD_SHIFT:  next_state = (count == 7) ? READY : CHECK;
            default: next_state = READY;
        endcase
    end
    always @(posedge clk or posedge rst) begin
        if (rst)
            count <= 0;
        else if (state == READY)
            count <= 0;
        else
            count <= count + 1;
    end
    always @(*) begin
        init = 1'b0;
        ready = 1'b0;
        case (state)
            READY: begin
                shift = 1'b0;
                add = 1'b0;
                init = start;
                ready = 1'b1;
            end
            CHECK: begin
                shift = 1'b1;
                add = (msb_multiplier) ? 1'b1 : 1'b0;
            end
            ADD_SHIFT: begin
                shift = 1'b0;
                add = 1'b0;
            end
        endcase
    end
endmodule
module multiplier(
    input clk,
    input rst,
    input start,
    input [3:0] multiplier,
    input [3:0] multiplicand,
    output [7:0] product,
    output ready
);
    wire [3:0] internal_m, internal_q;
    wire [4:0] sum, accumulator_result;
    wire shift, add, init;
    wire serial_input;
    controller control(
        .clk(clk),
        .rst(rst),
        .start(start),
        .msb_multiplier(internal_q[0]),
        .shift(shift),
        .add(add),
        .init(init),
        .ready(ready)
    );
    adder adder1(
        .a(accumulator_result[3:0]),
        .b(internal_m),
        .co_sum(sum)
    );
    register Multiplicand(
        .clk(clk),
        .rst(rst),
        .shift(1'b0),
        .load(init),
        .clear(1'b0),
        .serial_in(1'b0),
        .data_in(multiplicand),
        .data_out(internal_m)
    );
    register Multiplier(
        .clk(clk),
        .rst(rst),
        .shift(shift),
        .load(init),
        .clear(1'b0),
        .serial_in(serial_input),
        .data_in(multiplier),
        .data_out(internal_q)
    );
    register #(5) Accumulator(
        .clk(clk),
        .rst(rst),
        .shift(shift),
        .load(add),
        .clear(init),
        .serial_in(1'b0),
        .data_in(sum),
        .data_out(accumulator_result)
    );
    assign serial_input = (add & sum[0]) | (~add & accumulator_result[0]);
    assign product = {accumulator_result[3:0], internal_q};
endmodule
module register #(
    parameter SIZE = 4
) (
    input clk,
    input rst,
    input shift,
    input load,
    input clear,
    input serial_in,
    input [SIZE-1 : 0] data_in,
    output reg [SIZE-1 : 0] data_out 
);
    always @(posedge clk) begin
        if (rst) 
            data_out <= 0;
        else begin
            if (clear)   
                data_out <= 0;
            else if (load & shift)
                data_out <= {serial_in, data_in[SIZE - 1:1]};
            else if (load)
                data_out <= data_in;
            else if (shift)
                data_out <= {serial_in, data_out[SIZE - 1:1]};
        end
    end 
endmodule
</file>
<file path="/design/flow/run.sh">
#!/bin/bash
# OpenROAD 26Q1-2900-gdf79404cd8, Yosys 0.63+post, stock flow scripts
make -C /OpenROAD-flow-scripts/flow DESIGN_CONFIG=/design/flow/config.mk WORK_HOME=/design/flow/orfs finish
</file>
<file path="/design/flow/config.mk">
export PLATFORM = sky130hd
export DESIGN_NAME = multiplier
export DESIGN_NICKNAME = multiplier
export VERILOG_FILES = /design/flow/design.v
export SDC_FILE = /design/flow/constraint.sdc
export NUM_CORES = 4
export LEC_CHECK = 1
export CORE_AREA = 10 10 86 86
export DIE_AREA = 0 0 96 96
</file>
<file path="/design/flow/constraint.sdc">
current_design multiplier

set clk_period 2.9
set clk_io_pct 0.2

create_clock -name clk0 -period $clk_period [get_ports {clk}]

set non_clock_inputs [all_inputs -no_clocks]
set_input_delay [expr $clk_period * $clk_io_pct] -clock clk0 $non_clock_inputs
set_output_delay [expr $clk_period * $clk_io_pct] -clock clk0 [all_outputs]
</file>
==> results.py <==
# Auto-generated metrics
metrics = {
    "timing": {
        "finalCritPeriodShare_pct": 68.2,
        "fmax_mhz": 506,
        "timing.hold.ws_ns": 0.413,
        "relSlewSlack_pct": 74.1,
        "max_slew.worst_pin.slew_ns": 0.389,
        "final_max_slew_viol_count": 0,
        "rsz0062_at_grt": "false",
        "skew_ns": 0.00665,
        "finalHoldViolCount": 0,
        "tns_ns": 0,
        "untimed_endpoints": 2,
        "finalSetupViolCount": 0,
        "period_minus_slack_ns": 1.98,
        "unclocked_pins": 2,
    },
    "floorplanning": {
        "io_pins": 20,
        "dieWidth_um": 96,
        "fp-utilization_pct": 17.9,
        "num_rows": 27,
        "chipHeight_um": 96,
        "die_area_um2": 9220,
        "core_um2": 5540,
    },
    "cts": {
        "cts_tree": "yes",
        "hold_buffers": 0,
        "clockRootBuffer": "clkbuf_8",
        "cts_made_buffers": 3,
        "cts_htree_levels": 1,
        "cts-resized-gates": 0,
        "clockBufferDepth": 2,
        "clkTransAtPathRegs_ns": 0.08,
        "cts_setup_buffers": 0,
        "clk_latency_ns": 0.26,
    },
    "synth": {
        "yosysTopAreaCell": "dfxtp_1",
        "numSynthFlops": 21,
        "syn-cell-area_um2": 991,
        "ys_types": 29,
        "async_flop_share_pct": 28.6,
        "syn_area_per_cell_um2": 10.4,
        "synthFlopType": "dfxtp_1",
        "top_area_share_pct": 26.3,
        "edf_count": 0,
        "ys_cells": 95,
        "syn_inst": 95,
        "ys_chip_area_um2": 991,
        "topCellsByArea": "dfxtp_1 (26%), dfrtp_1 (13%), ha_1 (7.6%)",
        "ys_warn_count": 3,
    },
    "pwr": {
        "p_leak_uw": 0.000491,
        "switching_power_uw": 227,
        "power.density_nw_per_um2": 631,
        "intPower_uw": 566,
        "switching_share_pct": 28.6,
        "totalPowerFinal_uw": 792,
        "seqPwrFrac_pct": 50.9,
        "p_comb_share_pct": 25.9,
        "ir_drop_mv": 0.338,
        "pwr-share-clk_pct": 23.2,
    },
    "cells_and_area": {
        "fin_util_pct": 22.7,
        "drive_above_1_share_pct": 9.09,
        "fillers": 611,
        "syn_to_final_growth_pct": 26.8,
        "seq_area_um2": 442,
        "fin_cells": 182,
        "logic_area_um2": 468,
    },
    "global_route": {
        "grt_overflow_total": 0,
        "grt_util_all_layers_pct": 4.96,
        "antenna_found_initial": 0,
        "grt_max_degree": 13,
        "grt_pass1_wl_mm": 3.64,
        "grt_pass1_vias": 762,
    },
    "route": {
        "num_vias": 723,
        "post-route-drc-count": 0,
        "viasPerCell": 3.97,
        "drt_wl_total_mm": 2.16,
        "ant_nets": 0,
        "detail_route.wl_per_cell_um": 11.9,
        "antennaDiodeCount": 0,
        "dr.first_iter.drc_count": 42,
        "dr.pass1.iters": 5,
    },
    "critical_path": {
        "max_stage_delay_ns": 0.64,
        "arrival_ns": 1.40,
        "r2r_cells": 6,
        "path_max_fanout": 12,
        "endpoint_kind": "output port",
        "worstReg2RegEnd": "Accumulator.data_out[2]$_SDFFE_PP0P_",
        "worstSetupStartpointType": "flip-flop",
        "reg2reg_setup_slack_ns": 1.24,
        "critPathSlowestCell": "dfstp_2",
        "worstReg2RegStart": "Accumulator.data_out[0]$_SDFFE_PP0P_",
        "setup.worst_path.class": "flip-flop to output port",
        "crit_required_ns": 2.32,
        "path_buffers": 1,
        "worst_path_dominant_cell_family": "flip-flops",
        "worstPathCellList": "clkdlybuf4s50_1",
    },
    "worst_hold_path": {
        "hold_end": "control.state[1]$_DFF_PP0_",
        "hp-start": "control.state[2]$_DFF_PP0_",
        "worstHoldPathType": "flip-flop to flip-flop",
        "hold_depth": 0,
    },
    "placement": {
        "io_buffers": 19,
        "gp_congestion": 0.798,
        "dp_hpwl_mm": 1.69,
        "placed_cells": 178,
    },
    "job": {
        "maxCapViolations": 0,
        "warnings": 25,
    },
    "run_status": {
        "status": "completed",
    },
}
## cells by family (layout without fill, tap and decap cells)
logic type / Yosys count / count (layout) / synth area share, %
adders and majority gates: 7 / 7 / 9.60
muxes: 5 / 5 / 8.96
AOI/OAI and AO/OA: 21 / 21 / 13.3
DFF: 19 / 19 / 41.5
xor gates and xnor gates: 1 / 1 / 0.884
latches: 2 / 2 / 3.03
buffers and inverters: 12 / 27 / 8.21
and+or+nand+nor: 28 / 28 / 14.5
## placed cells by master, fill, tap and decap left out, types with 2 or more instances in the layout
cell | netlist | final
nor3_1 | 2 | 2
a31oi_1 | 2 | 2
dfrtp_1 | 5 | 5
a21o_1 | 2 | 2
clkdlybuf4s50_1 | 0 | 19
inv_1 | 3 | 3
nand2_1 | 8 | 8
and2_1 | 6 | 6
o21ai_0 | 3 | 3
a211oi_1 | 6 | 6
nand2b_1 | 2 | 2
nand3_1 | 5 | 5
clkbuf_8 | 0 | 3
ha_1 | 6 | 6
a21oi_1 | 7 | 7
dlxtn_1 | 2 | 2
mux4_2 | 3 | 3
nor2b_1 | 3 | 3
dfxtp_1 | 13 | 13
## how the worst max path moves through the flow
stage                                      start  slack [ns]  depth (start not counted)  endpoint
after global routing  control.state[0]$_DFF_PP1_        0.84                          1     ready
final                 control.state[0]$_DFF_PP1_        0.92                          1     ready
after CTS             control.state[0]$_DFF_PP1_        0.91                          1     ready
## power groups by stage
stage	logic [µW]	clock network, µW	registers [µW]
after CTS	211	192	405
after global routing	240	204	418
final	205	184	404
## metal layers
metal | global-route usage (%) | vias to the layer above | part of all wire [%]
li1 | - | 365 | -
met1 | 6.55 | 339 | 47
met2 | 8.07 | 19 | 45
met3 | 1.81 | 0 | 7.7
met4 | 0.123 | 0 | 0
met5 | 0 | - | 0
## cells in the mapped netlist, types with 2 or more instances
| cell type | instances |
|---|---|
| a211oi_1 | 6 |
| a21o_1 | 2 |
| a21oi_1 | 7 |
| a31oi_1 | 2 |
| and2_1 | 6 |
| buf_4 | 6 |
| dfrtp_1 | 5 |
| dfxtp_1 | 13 |
| dlxtn_1 | 2 |
| ha_1 | 6 |
| inv_1 | 3 |
| mux4_2 | 3 |
| nand2_1 | 8 |
| nand2b_1 | 2 |
| nand3_1 | 5 |
| nor2b_1 | 3 |
| nor3_1 | 2 |
| o21ai_0 | 3 |
## layout make-up
class	count	area share, %
well taps	72	7.17
inverters	4	1.59
repair buffers	19	15.1
clock inverters	1	0.398
multi-input cells	62	37.3
clock buffers	3	3.29
flip-flops and latches	21	35.2
## worst reg2reg max path, stage by stage, from the launching register on
cell	delay (ns)
dfxtp_1	0.33
ha_1	0.23
fa_1	0.41
xnor2_1	0.14
nand2_1	0.06
o21ai_0	0.11
a221oi_1	0.30
## through the flow
stage | instance area [µm²] | worst slack, ns
6_report | 1260 | 0.922
5_1_grt | 1260 | 0.839
4_1_cts | 1260 | 0.905
3_5_place_dp | 1210 | 0.800
3_3_place_gp | 1210 | 0.830
2_1_floorplan | 991 | 1.37
## flip-flops by register name, indices dropped and copies added, names as in the netlist
signal / flops
control.count: 3
control.shift: 1
control.add: 1
Multiplicand.data_out: 4
Accumulator.data_out: 5
control.state: 3
Multiplier.data_out: 4
Power figures rest on the tool's default switching activity, not on a simulated workload.
